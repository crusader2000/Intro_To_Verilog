**./config.mk**
```make
export PLATFORM = sky130hd
export DESIGN_NAME = shiftandadd
export DESIGN_NICKNAME = shiftandadd
export VERILOG_FILES = /design/flow/design.v
export SDC_FILE = /design/flow/constraint.sdc
export NUM_CORES = 4
export LEC_CHECK = 1
export CORE_AREA = 10 10 70 70
export DIE_AREA = 0 0 80 80
```
**./constraint.sdc**
```tcl
current_design shiftandadd

set clk_period 6.0
set clk_io_pct 0.2

create_clock -name clk0 -period $clk_period

set non_clock_inputs [all_inputs -no_clocks]
set_input_delay [expr $clk_period * $clk_io_pct] -clock clk0 $non_clock_inputs
set_output_delay [expr $clk_period * $clk_io_pct] -clock clk0 [all_outputs]
```
**./design.v**
```verilog
module shiftandadd(
    input [3:0] x,
    input [3:0] y,
    output reg [7:0] s
);
reg [7:0] temp;
integer i;
always @(x,y)
begin
s=0;
temp=0;
temp[3:0] = x;
for(i=0;i<4;i=i+1)
begin 
if(y[i]==1'b1) s=s+temp;
temp=temp <<1;
end
end
endmodule
```
**./run.sh**
```bash
#!/bin/bash
# OpenROAD 26Q1-2900-gdf79404cd8, Yosys 0.63+post, stock flow scripts
make -C /OpenROAD-flow-scripts/flow DESIGN_CONFIG=/design/flow/config.mk WORK_HOME=/design/flow/orfs finish
```
==> flow_metrics.py <==
# Physical implementation metrics
metrics = {
    "routing": {
        "drc": 0,
        "drt-initial-drc-count": 10,
        "drt-vias-per-instance": 4.11,
        "topRoutingLayerUsed": "met3",
        "diodes": 0,
        "drt-total-wl_um": 1910,
        "vias": 683,
        "ant_nets": 0,
        "met2WireLength_um": 881,
        "detail_route.first_pass.iterations": 3,
        "wl_met1_um": 934,
        "avgRoutedWirePerCell_um": 11.5,
        "met3_length_um": 95,
    },
    "worst_setup_path": {
        "cp_top_family": "buffers and inverters",
        "start_kind": "input pin",
        "critPathMostFrequentCell": "buf_4",
        "slowest_stage": "clkdlybuf4s50_1",
        "cp_cell_sequence": "dlygate4sd2_1, and2_4, ha_4, inv_2, fa_2, xnor2_2, nand2_1, xor2_2, buf_4, inv_2, buf_4, buf_4, buf_4, buf_4, buf_4, buf_4, buf_4, buf_4, buf_4, buf_4, buf_4, buf_4, a21oi_2, clkdlybuf4s50_1",
        "crit_fanout": 3,
        "critPathLaunch": "y[0]",
        "required_ps": 4800,
        "crit_path_max_incr_delay_ps": 470,
        "endpoint_kind": "output port",
        "path_buffers": 17,
        "cp.arrival_ps": 4700,
        "worstSetupPathType": "input pin to output port",
    },
    "floorplanning": {
        "initCoreUtil": 0.169,
        "dieArea_um2": 6400,
        "die_w_um": 80,
        "ioPinCount": 16,
        "die_y_um": 80,
        "row_count": 21,
        "coreArea_um2": 3420,
    },
    "finish": {
        "drive_above_1_share": 0.500,
        "final_cell_area_um2": 1120,
        "lay_top_count": "buf_4",
        "syn2layout_area_growth_pct": 93.5,
        "fillers": 339,
        "final_cell_mix": "buf_4 (33), clkdlybuf4s50_1 (8), ha_1 (6)",
        "nClkBuffers": 0,
        "flop-count": 0,
        "ff_latch_area_um2": 0,
    },
    "grt": {
        "grt_pass1_vias": 651,
        "grt-ovfl-total": 0,
        "grt_usage": 0.0508,
        "antenna_found_initial": 0,
        "grt_max_degree": 12,
        "grt_pass1_wl_um": 2790,
    },
    "yosys": {
        "syn-cell-area_um2": 578,
        "ys_cells": 73,
        "synth_cell_types": 25,
        "synth_seq_share": 0,
        "yosys.area.top_type": "ha_1",
        "yosys_area_um2": 578,
        "top_area_frac": 0.238,
        "synthTopCellsByArea": "ha_1 (24%), fa_1 (10%), mux2i_1 (6.9%)",
        "ys_warn_count": 1,
        "synthCells": 73,
        "syn_area_per_cell_um2": 7.92,
    },
    "place": {
        "pre_cts_ws_ps": -427,
        "gp_congestion": 0.797,
        "dpl.hpwl_um": 1250,
        "portBuffers": 16,
        "dpl_cell_area_um2": 886,
    },
    "pwr": {
        "pwr-share-comb": 1.000,
        "swShare": 0.392,
        "internal_power_w": 0.0000831,
        "peakVddDrop_mv": 0.0499,
        "cellLeakagePower_nw": 0.560,
        "p_clk_frac": 0,
        "switchingPower_w": 0.0000536,
        "seqPwrFrac": 0,
        "p_per_area_nw_per_um2": 122,
    },
    "sta": {
        "period_needed_ps": 5900,
        "finalCritPeriodShare": 0.984,
        "hold_viol_final": 0,
        "slew_headroom": 0.707,
        "final-setup-viol-count": 0,
        "tightestPinTransition_ps": 439,
        "slew_viol_final": 0,
        "layout_setup_ws_ps": 97.6,
        "fmax_mhz": 169,
    },
    "hold_path": {
        "hold_class": "input pin to output port",
        "hp-start": "y[0]",
    },
    "run_status": {
        "outcome": "finished, final reports clean",
    },
    "flow_run": {
        "maxCapViolations": 0,
        "log.warning_count": 33,
    },
}
==> stage by stage <==
stage | std cells | total power, W | setup TNS [ps] | utilization | hold slack (ps)
floorplan | 73 | 0.0000506 | 0 | - | 2470
global placement | 146 | 0.0000974 | -1410 | 0.259 | 3520
detailed placement | 146 | 0.0000976 | -1460 | 0.259 | 3530
CTS | 161 | 0.000117 | 0 | 0.295 | 3340
global route | 166 | 0.000151 | -195 | 0.327 | 3270
finish | 166 | 0.000137 | 0 | 0.327 | 3210
==> layer usage <==
layer / track usage / vias to the layer above
li1: - / 346
met3: 0.0125 / 0
met5: 0 / -
met1: 0.0700 / 328
met4: 0 / 0
met2: 0.0827 / 9
==> final timing paths <==
path / end / depth (start not counted)
hold / removal: s[4] / 7
setup / recovery: s[3] / 24
==> Yosys cell counts (all sizes together) <==
| cell | instances |
|---|---|
| ha | 11 |
| nor2b | 2 |
| nor2 | 1 |
| xnor2 | 2 |
| o21a | 3 |
| a21o | 3 |
| a21oi | 8 |
| and2 | 2 |
| o21bai | 1 |
| a211oi | 1 |
| a22oi | 1 |
| inv | 8 |
| mux2i | 4 |
| xor2 | 4 |
| mux2 | 3 |
| nand3 | 1 |
| fa | 3 |
| nand2 | 7 |
| a221oi | 1 |
| clkbuf | 2 |
| nand2b | 3 |
| o21ai | 2 |
==> area by class of cell <==
type	count	area [µm²]	area share
Inverter	8	30.0	0.0268
Tap cell	46	57.6	0.0515
Multi-Input combinational cell	63	632	0.565
Timing Repair Buffer	49	399	0.357
==> power by group through the flow <==
| stage | clock, W | combinational, W | sequential [W] |
|---|---|---|---|
| finish | 0 | 0.000137 | 0 |
| global route | 0 | 0.000151 | 0 |
| CTS | 0 | 0.000117 | 0 |
==> worst min-delay path: stages <==
cell	delay [ps]
dlygate4sd2_1	210
buf_4	140
a211oi_1	50
a21oi_2	130
buf_4	130
a221oi_2	40
clkbuf_2	90
==> what timing repair did <==
action                     CTS  global route
setup endpoints to repair    4             5
pin swaps                   11            12
hold buffers                 0             0
resized                     14            20
setup buffers               15             5
==> cells by family (layout without fill, tap and decap cells) <==
group                      count (synthesis)  in the layout  share of synthesized area
muxes                                      7              7                      0.128
AOI/OAI and AO/OA                         20             20                      0.225
buffers and inverters                     10             57                     0.0649
and+or+nand+nor                           16             16                      0.136
adders and majority gates                 14             14                      0.342
xor gates and xnor gates                   6              6                      0.104
Power is estimated from default activity; no workload was simulated.
