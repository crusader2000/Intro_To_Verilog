File: ./config.mk
export PLATFORM = sky130hd
export DESIGN_NAME = serial_adder
export DESIGN_NICKNAME = serial_adder
export VERILOG_FILES = /design/flow/design.v
export SDC_FILE = /design/flow/constraint.sdc
export NUM_CORES = 4
export LEC_CHECK = 1
export CORE_AREA = 10 10 72 72
export DIE_AREA = 0 0 82 82
File: ./constraint.sdc
current_design serial_adder

set clk_period 3.5
set clk_io_pct 0.2

create_clock -name clk0 -period $clk_period [get_ports {clk}]

set non_clock_inputs [all_inputs -no_clocks]
set_input_delay [expr $clk_period * $clk_io_pct] -clock clk0 $non_clock_inputs
set_output_delay [expr $clk_period * $clk_io_pct] -clock clk0 [all_outputs]
File: ./design.v
`timescale 1ns / 1ps
module serial_adder(
	input [3:0] a,
	input [3:0] b,
	input c_in,
	input clk,
	output reg [3:0] s,
	output reg [3:0] i,
	output c_out
	);
reg c;
initial  s=0;
initial i=0;
	always @ (posedge clk) begin
		if(i <4) begin
			s[i]=a[i]^b[i]^c;
			c=(a[i]^b[i])&c | a[i]&b[i];
			i=i+1;
	end
		else begin
		i=0;
		s=0;
		end
	end
endmodule
File: ./run.sh
#!/bin/bash
# OpenROAD 26Q1-2900-gdf79404cd8, Yosys 0.63+post, stock flow scripts
make -C /OpenROAD-flow-scripts/flow DESIGN_CONFIG=/design/flow/config.mk WORK_HOME=/design/flow/orfs finish
==> results.cfg <==
; flow metrics
[worst_setup_path]
r2r_start = i[0]$_SDFF_PP0_
ff2ff_path_depth = 6
rrSetupSlack_ns = 1.05
endpoint_kind = flip-flop
regToRegEndpoint = s[3]$_SDFF_PP0_
required_ns = 3.63
critPathLaunchType = input port
path_max_fanout = 3
crit_start = a[0]
worstPathArrival_ns = 2.75
setup.worst_path.class = input port to flip-flop

[logic_synthesis]
synth_area_per_cell_um2 = 9.532
yosysSeqAreaShare_pct = 36.28
top_cells_by_area = dfxtp_1, ha_1, mux4_2, edfxtp_1, inv_1
yosys-stat-cells = 55
synth_top_area_share_pct = 30.55
yosysWarnings = 2
synthesis.area_um2 = 524.3
largest_area_cell = dfxtp_1
yosys_area_um2 = 524.3
ys_types = 22
syn_inst = 55
ys.flops = 9

[global_routing]
grt_pass1_vias = 461
grt_usage_pct = 4.222
grt_pass1_wl_mm = 2.270
grt_max_degree = 14
overflow = 0
antenna_found_initial = 0

[floorplanning]
die_height_um = 82
ioPinCount = 19
die_w_um = 82
placementRows = 22
core_um2 = 3689
fp_util_pct = 14.21
die_area_um2 = 6724

[clock_network]
clk_pin_slew_ns = 0.04
cts_resized = 0
h-tree-depth = 1
cts_setup_buffers = 0
cts_tree = built
root_buffer = clkbuf_8
ctsHoldBuffers = 0
cts.sinks = 9
numCtsBuffers = 3
clk_latency_ns = 0.23
cts_buffer_depth = 2

[timing]
slew_headroom_pct = 53.25
worstMarginPinSlew_ns = 0.6987
fmax_ghz = 0.3809
rsz0062_at_grt = false
setup_viol = 0
min_period_ns = 2.625
final_max_slew_viol_count = 0
hold_viol_final = 0
final.setup_skew_ns = 0.0006582
final.setup.tns_ns = 0
fin_ws_ns = 0.8750
min_period_over_period_pct = 75.00

[power_and_ir_drop]
p_total_mw = 0.3229
powerDensity_nw_per_um2 = 416.3
peakVddDrop_mv = 0.1117
power_leakage_nw = 0.2988

[placement]
place_inst = 117
portBuffers = 16
preCtsSetupSlack_ns = 0.6597
gp_congestion = 0.8098
hpwl_um = 991.5

[cells_and_area]
layout_top_cells = clkdlybuf4s50_1, inv_1, dfxtp_1
instances_no_fill = 121
areaGrowthSynthToFinish_pct = 47.97
layout-drive-gt1-share_pct = 10.96
final_core_util_pct = 21.03
lay_top_count = clkdlybuf4s50_1

[routing]
vias_per_cell = 3.661
routed_wl_mm = 1.283
via_count = 443
drc_errors = 0
first_pass_iters = 3
drtIter0Drc = 6
routedWlPerCell_um = 10.60
drtAntennaViolNets = 0
diodes = 0

[run_status]
outcome = finished, final reports clean

[hold_path]
worstHoldStart = s[1]$_SDFF_PP0_
whs_path_depth = 2
hold_class = flip-flop to flip-flop
min_to = s[1]$_SDFF_PP0_

[run]
warnings = 28
cap_violations = 0
## metal layers
metal	part of all wire (%)	GRT usage, %
met5	0	0
met1	40	4.987
met4	1.5	0.8503
met3	6.2	1.762
met2	53	7.053
## how the worst max path moves through the flow
stage | end | cells past startpoint
6_report | s[3]$_SDFF_PP0_ | 7
4_1_cts | s[3]$_SDFF_PP0_ | 7
5_1_grt | s[3]$_SDFF_PP0_ | 7
## where the power goes
part	total [mW]	internal (mW)	switching, mW
registers	0.123	0.113	0.00984
logic	0.0831	0.0447	0.0384
clock network	0.117	0.0791	0.0378
## synthesized netlist by cell type (all sizes together)
cell type  instances
dfxtp              8
inv                8
nand2              7
ha                 4
buf                3
and2               2
and4               2
mux4               2
nand3              2
nor2               2
nor3               2
o22ai              2
o32ai              2
xnor2              2
and4b              1
conb               1
edfxtp             1
fa                 1
nor4b              1
o211ai             1
or3                1
## critical path: stages
cell and delay [ns]:
clkdlybuf4s50_1 0.42, mux4_2 0.46, inv_1 0.09, fa_1 0.42
nor2_1 0.19, o211ai_1 0.15, o32ai_1 0.33
## kinds of logic (layout without fill, tap and decap cells)
group           Yosys count  after routing  synth area share (%)
compound gates            5              5                 7.161
other cells               1              2                0.7153
xor+xnor                  2              2                 3.342
flops                     9              9                 36.28
buf+inv                  11             28                 9.070
fa+ha+maj                 5              5                 13.37
simple gates             20             20                 21.48
mux                       2              2                 8.591
## area by class of cell
| class | instances | area [um2] |
|---|---|---|
| fillers | 403 | 2913 |
| multi-input cells | 36 | 290.3 |
| flip-flops and latches | 9 | 190.2 |
| well taps | 48 | 60.06 |
| clock buffers | 4 | 45.04 |
| inverters | 8 | 30.03 |
| repair buffers | 16 | 160.2 |
## sequential cells by signal (all words and copies together) (netlist names)
register,count
c,1
i,4
s,4
## through the flow
stage	cell area, um2	hold slack [ns]
floorplan	528.0	0.4234
global placement	730.7	0.4569
detailed placement	730.7	0.4659
CTS	775.7	0.4712
global route	775.7	0.4925
finish	775.7	0.4642
No activity file was given, so power comes from the tool's default toggle rates.
