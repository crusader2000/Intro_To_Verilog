<file path="flow/design.v">
module check(
    input clk,
    input [6:0] data,
    output wire open_safe
);
reg [6:0] memory [7:0];
reg [2:0] idx = 0;
wire [55:0] magic = {
    {memory[0], memory[5]},
    {memory[6], memory[2]},
    {memory[4], memory[3]},
    {memory[7], memory[1]}
};
wire [55:0] kittens = { magic[9:0],  magic[41:22], magic[21:10], magic[55:42] };
assign open_safe = kittens == 56'd3008192072309708;
always_ff @(posedge clk) begin
    memory[idx] <= data;
    idx <= idx + 5;
end
endmodule
</file>
<file path="flow/config.mk">
export PLATFORM = sky130hd
export DESIGN_NAME = check
export DESIGN_NICKNAME = check
export VERILOG_FILES = /design/flow/design.v
export SDC_FILE = /design/flow/constraint.sdc
export NUM_CORES = 4
export LEC_CHECK = 1
export CORE_UTILIZATION = 30
</file>
<file path="flow/constraint.sdc">
current_design check

set clk_period 2.2
set clk_io_pct 0.2

create_clock -name clk0 -period $clk_period [get_ports {clk}]

set non_clock_inputs [all_inputs -no_clocks]
set_input_delay [expr $clk_period * $clk_io_pct] -clock clk0 $non_clock_inputs
set_output_delay [expr $clk_period * $clk_io_pct] -clock clk0 [all_outputs]
</file>
<file path="flow/run.sh">
#!/bin/bash
# OpenROAD 26Q1-2900-gdf79404cd8, Yosys 0.63+post, stock flow scripts
make -C /OpenROAD-flow-scripts/flow DESIGN_CONFIG=/design/flow/config.mk WORK_HOME=/design/flow/orfs finish
</file>
==> CHANGELOG.md <==
### Implementation results

* Outcome: complete, but fails checks
* Failing checks: setup timing
* Slowest stage delay, CP at 0.54 ns
* Total congestion overflow after global routing at 0
* Sequential area share after synthesis at 87.8%
* Number of primary I/O pins at 9
* Late-Pin Clk Latency at 0.32 ns
* TritonCTS clock tree: yes
* Width of the die at 83.3 µm
* Master cell of the clock root buffer: sky130_fd_sc_hd__clkbuf_8
* Final Critical Period at 2.42 ns
* Async SR Flop Fraction at 0%
* Cell type of the slowest stage on the worst timing path: sky130_fd_sc_hd__or4_4
* Final Hold Fails at 0
* Average cell area after synthesis at 21.8 µm²
* FP Core Util at 31.2%
* Top area cell types: sky130_fd_sc_hd__edfxtp_1 85%, sky130_fd_sc_hd__dfxtp_1 3.0%, sky130_fd_sc_hd__nor4bb_1 2.5%, sky130_fd_sc_hd__nand4_1 1.6%, sky130_fd_sc_hd__and4b_1 1.5%
* Detailed-route wire length at 3110 µm
* Post-synthesis cell area at 1980 µm²
* Crit path launch type: register
* Clock slew seen by the registers of the worst setup and hold paths at 0.06 ns
* Min-delay worst type: reg2reg
* Area added between synthesis and finish at 20.1%
* Floorplan die area at 6940 µm²
* Chip Area, Yosys at 1980 µm²
* Port buffer count at 8
* Global-route total usage across every layer at 10.2%
* Cell class contributing the biggest share of worst-path delay: simple AND/OR/NAND/NOR gates
* Most repeated cell in the gate-level netlist after synthesis: sky130_fd_sc_hd__edfxtp_1
* Maximum net fanout on the critical path at 1
* Critical setup path kind: reg2out
* Clk_skew at 0.00480 ns
* DR WL met2 at 1400 µm
* Crit path cell chain: or4b_1 -> or4_4 -> nor4_4 -> buf_2
* Number of clock sinks at 59
* Number of vias per cell after detailed routing at 4.53
* Area of the placeable core at 6350 µm²
* DRC violation count after routing at 0
* Count of fill cells added during filler insertion at 556
* Number of global-route vias before repair at 943
* Number of cells in the yosys synthesis report at 91
* Cell types with the highest counts after synthesis: 56 x sky130_fd_sc_hd__edfxtp_1, 5 x sky130_fd_sc_hd__nand4_1, 5 x sky130_fd_sc_hd__nor4bb_1
* CP bufs+invs at 1
* Ys flop type: sky130_fd_sc_hd__edfxtp_1
* Average wire per cell in the routed design at 15.9 µm
* Total CTS buffers at 9
* Register bit count reported by yosys at 59
* Worst setup slack after layout at -0.223 ns
* Detailed route wirelength on metal3 at 289 µm
* Buffers from clock root to sink, at most at 2
* Required time worst endpoint at 1.76 ns
* Row count at 29
* Number of nets still failing antenna checks after routing at 0
* Post-route met1 wirelength at 1370 µm
* Largest area contributor in the netlist: sky130_fd_sc_hd__edfxtp_1
* Crit. End Element: output pin
* Worst ir drop on vdd at 0.568 mV
* Distinct lib cells at 19
* Tool warnings at 27
* Final TNS setup at -0.223 ns
* Static leakage at 0.000776 µW
* Warnings, synthesis at 1
* Share of final-layout standard cells stronger than drive strength 1 at 19.5%
* Global-route wire length before repair at 4960 µm
* Setup repair after global routing missed its margin: yes
* 1st-iter DRT viols at 28
* Final count of negative-setup-slack endpoints at 1
* Antenna violations before repair at 0
* Flip-flops with a built-in enable at 56
* Ratio of final minimum period to clock period at 110%
* Maximum level of the CTS H-tree at 3
* Worst-margin pin slew at 0.605 ns
* Reported max-cap violation count at 0
* Instance tally after logic synthesis at 91
* Highest metal layer used by the detailed router: met4
* Worst hold slack across all endpoints at 0.532 ns
* Placer's final routability congestion estimate at 0.757
* Iteration tally of the first detailed-router pass at 4
* Number of antenna repair diodes at 0
* Power density over cell area at 898 nW/µm²
* Endpoint arrival time on the critical path at 1.98 ns
* Relative slew margins at 59.5%
* Highest Clock Rate at 413 MHz
* Fraction of synthesized cell area taken by the top area cell type at 84.8%
* Setup repair bufs after CTS at 0
* Final-report max-slew violation count at 0
* Maximum number of pins on one net before global-route repair at 11
* Die span in y at 83.3 µm
* Vias at 884
layout make-up:
| cell class | instances | area (µm²) | share of cell area [%] |
|---|---|---|---|
| Multi-Input combinational cell | 30 | 246 | 10.3 |
| Clock inverter | 6 | 57.6 | 2.42 |
| Timing Repair Buffer | 13 | 113 | 4.73 |
| Sequential cell | 59 | 1740 | 73.1 |
| Inverter | 1 | 3.75 | 0.158 |
| Clock buffer | 9 | 124 | 5.20 |
| Tap cell | 77 | 96.3 | 4.04 |
state kept, by name, summed over array words and instances (netlist names):
signal / cells
memory: 56
idx: 3
path summary, 6_finish.rpt:
path              slack (ns)            to  cells after the start         start
setup / recovery       -0.22     open_safe                      4  memory[0][3]
setup reg to reg        0.79  memory[5][1]                      2        idx[2]
hold reg to reg         0.53        idx[0]                      1        idx[0]
hold / removal          0.53        idx[0]                      1        idx[0]
kinds of logic after synthesis:
group / Yosys count / synth area share (%)
buffers and inverters: 2 / 0.378
DFF: 59 / 87.8
xor gates and xnor gates: 1 / 0.442
adders and majority gates: 1 / 0.631
and+or+nand+nor: 28 / 10.7
metrics by stage:
stage               setup slack [ns]  util (%)  instance area [µm²]  total power, µW  instances
floorplan                      0.260         -                 1980             1250         91
global placement              -0.313      34.5                 2190             1280        180
detailed placement            -0.391      34.5                 2190             1280        180
CTS                           -0.275      37.5                 2380             2170        195
global route                  -0.318      37.5                 2380             2220        195
finish                        -0.223      37.5                 2380             2140        195
routing by layer:
| metal | vias to the layer above | track usage [%] |
|---|---|---|
| li1 | 419 | - |
| met1 | 428 | 14.2 |
| met2 | 32 | 14.3 |
| met3 | 5 | 6.86 |
| met4 | 0 | 1.72 |
| met5 | - | 0 |
timing repair:
action / CTS / global route
gates resized: 5 / 0
pin swaps: 3 / 1
setup endpoints to repair: 1 / 1
hold buffers: 0 / 0
where the power goes:
group,total [µW],internal (µW),switching [µW]
Sequential,1230,1230,0
Clock,883,507,376
Combinational,29.6,11.0,18.6
cell usage in the layout, fill, tap and decap left out, drive strengths merged, types with 3 or more instances in the layout:
| cell | n |
|---|---|
| edfxtp | 56 |
| clkinv | 4 |
| clkbuf | 9 |
| and4b | 3 |
| nor3b | 3 |
| nand4 | 5 |
| clkdlybuf4s50 | 7 |
| nor4bb | 5 |
| buf | 6 |
| dfxtp | 3 |
Power is estimated from default activity; no workload was simulated.
